--- flow/run.sh ---
#!/bin/bash
# OpenROAD 26Q1-2900-gdf79404cd8, Yosys 0.63+post, stock flow scripts
make -C /OpenROAD-flow-scripts/flow DESIGN_CONFIG=/design/flow/config.mk WORK_HOME=/design/flow/orfs finish
--- flow/config.mk ---
export PLATFORM = sky130hd
export DESIGN_NAME = control_conv
export DESIGN_NICKNAME = control_conv
export VERILOG_FILES = /design/flow/design.v
export SDC_FILE = /design/flow/constraint.sdc
export NUM_CORES = 4
export LEC_CHECK = 1
export CORE_AREA = 10 10 106 106
export DIE_AREA = 0 0 116 116
--- flow/constraint.sdc ---
current_design control_conv

set clk_period 2.5
set clk_io_pct 0.2

create_clock -name clk0 -period $clk_period [get_ports {clk}]

set non_clock_inputs [all_inputs -no_clocks]
set_input_delay [expr $clk_period * $clk_io_pct] -clock clk0 $non_clock_inputs
set_output_delay [expr $clk_period * $clk_io_pct] -clock clk0 [all_outputs]
--- flow/design.v ---
`timescale 1ns / 1ps
module control_conv(
	input clk,
	input rstn,
	input procin,  
	input invalid,
	input inlast,
	input innoneed,  
	output reg inready,
	input prockrnl,  
	input krnlvalid,
	input krnllast,
	input krnlnoneed,  
	output reg krnlready,
	input procindx,  
	input indxvalid,
	input indxlast,
	input indxnoneed,  
	output reg indxready,
	output reg readynext,  
	input fftvalid,
	input replicaready,
	input convdone,
	output reg convstart,
	input offsetaddrpsumin,
	output reg [12-1 : 0] offsetaddrpsumout
);
	localparam IDLE     = 4'b0000;
	localparam PROCKRNL = 4'b0001;
	localparam PROCINDX = 4'b0010;
	localparam PROCINPT = 4'b0011;
	localparam PROCCONV = 4'b0100;
	localparam PROCIFFT = 4'b0101;
	localparam WAIT     = 4'b0111;
	reg [4-1 : 0] __state__;
	reg [4-1 : 0] _cnt_fft_;
	reg _rd_krnl_done_, _rd_indx_done_, _rd_inpt_done_;
	reg _proc_fft_done_;
	always @(posedge clk or negedge rstn) begin
		if (~rstn) begin
			inready    <= 1'b0;
			krnlready  <= 1'b0;
			indxready  <= 1'b0;
			convstart  <= 1'b0;
			readynext  <= 1'b0;
			offsetaddrpsumout <= 12'dx;
		end
		else begin
			case (__state__)
				IDLE: begin
					inready           <= 1'b0;
					krnlready         <= 1'b0;
					indxready         <= 1'b0;
					convstart         <= 1'b0;
					readynext         <= 1'b0;
					offsetaddrpsumout <= 12'dx;
					_rd_krnl_done_    <= 1'b0;
					_rd_indx_done_    <= 1'b0;
					_rd_inpt_done_    <= 1'b0;
					if (procin) begin
						__state__ <= PROCINPT;
						inready <= 1'b1;
					end
					else if(prockrnl) begin
						__state__ <= PROCKRNL;
						krnlready <= 1'b1;
					end
					else if (procindx) begin
						__state__ <= PROCINDX;
						indxready <= 1'b1;
					end
					else begin
						__state__ <= IDLE;
					end
				end
				PROCKRNL: begin
					if (krnllast) begin
						__state__ <= WAIT;
						krnlready      <= 1'b0;
						_rd_krnl_done_ <= 1'b1;
					end
				end
				PROCINDX: begin
					if (indxlast) begin
						__state__ <= WAIT;
						indxready      <= 1'b0;
						_rd_indx_done_ <= 1'b1;
					end
				end
				PROCINPT: begin
					if (inlast) begin
						__state__ <= WAIT;
						inready        <= 1'b0;
						_rd_inpt_done_ <= 1'b1;
					end
				end
				PROCCONV: begin
					if (convdone) begin
						__state__ <= IDLE;
						readynext <= 1'b1;
					end
					convstart <= 1'b0;	
				end
				WAIT: begin
					if ((_rd_inpt_done_ && _proc_fft_done_ && replicaready) || 
						innoneed && 
						(_rd_indx_done_ || indxnoneed) &&
						(_rd_krnl_done_ || krnlnoneed) ) begin
						__state__ <= PROCCONV;
						convstart <= 1'b1;
						offsetaddrpsumout <= offsetaddrpsumin;
						_rd_inpt_done_ <= 1'b0;
						_rd_indx_done_ <= 1'b0;
						_rd_krnl_done_ <= 1'b0;
					end
					else begin
						if (procin) begin
							__state__ <= PROCINPT;
								inready <= 1'b1;
							end
							else if(prockrnl) begin
								__state__ <= PROCKRNL;
								krnlready <= 1'b1;
							end
							else if (procindx) begin
								__state__ <= PROCINDX;
								indxready <= 1'b1;
						end
					end
				end
				default: begin
					__state__ <= IDLE;	
				end
			endcase
		end
	end
	always @(posedge clk or negedge rstn) begin
		if (~rstn) begin
			_cnt_fft_       <= 4'd0;
			_proc_fft_done_ <= 1'b0;
		end
		else begin
			if (fftvalid) begin
				_cnt_fft_ <= _cnt_fft_ + 1;
				if (_cnt_fft_ == 4'd7) begin
					_proc_fft_done_ <= 1'b1;
				end
			end
			if (convstart) begin
				_cnt_fft_       <= 4'd0;
				_proc_fft_done_ <= 1'b0;
			end
		end
	end
endmodule
==> impl_metrics.yaml <==
# yosys + openroad results
cts:
  h-tree-depth: 1
  ctsResizeCount: 0
  postCtsSetupRepairBufs: 0
  clk_pin_slew_worst_paths_ns: 0.08
  clockBufferDepth: 2
  clkLatencyLatePin_ns: 0.26
  cts_root_buffer: "clkbuf_8"
  holdBufCountCts: 0
  numCtsBuffers: 3
  cts_tree: "done"
  cts.sinks: 20
critical_path:
  cp.arrival_ns: 1.97
  worst_setup_path_end_kind: "flop"
  critPathLaunchType: "primary input"
  worstPathMaxFanout: 4
  critical_path_class: "primary input to flop"
  r2r_start: "_rd_indx_done_"
  reg2reg_slack_ns: 0.94
  critPathRequiredTime_ns: 2.65
  rr_endpoint: "offsetaddrpsumout[0]"
  reg2reg_depth: 4
timing:
  rsz0062_at_grt: "false"
  relSlewSlack_pct: 64.4
  fin_crit_sh_pct: 73.0
  hold_viol: 0
  max_freq_mhz: 548
  clock-skew-final_ns: 0.00302
  period_minus_slack_ns: 1.83
  finalSetupTns_ns: 0
  fin_hold_ws_ns: 0.516
  maxSlewViolCount: 0
  setup_viol: 0
  tightest_slew_ns: 0.532
logic_synthesis:
  ys_cells: 109
  syn_avg_cell_area_um2: 9.54
  ff_type: "dfrtp_1"
  ys_ff: 20
  edf_count: 3
  syn-cell-area_um2: 1040
  synth_top_area_share_pct: 26.5
  ys_seq_share_pct: 46.7
  synth.distinct_cells: 34
  synth_warnings: 1
  area_leaders: "dfrtp_1, dfxtp_1, edfxtp_1"
  yosysChipArea_um2: 1040
  synthArstFlopShare_pct: 55.0
  yosysTopAreaCell: "dfrtp_1"
  synthCells: 109
global_routing:
  grt_overflow: 0
  grt_pass1_wl_um: 4260
  antenna_found_initial: 0
  grt.total_usage_pct: 3.90
  grt_max_degree: 15
  grt_pass1_vias: 790
worst_hold_path:
  hold_class: "flop to flop"
  worstHoldStart: "_proc_fft_done_"
  hold_depth: 2
  whs_endpoint: "_proc_fft_done_"
route:
  drc: 0
  ant_nets: 0
  vias: 821
  drt-pass1-iter-count: 6
  viasPerCell: 3.42
  wl_per_cell_um: 10.7
  initialDrtViolationCount: 57
  wirelength_um: 2560
  insertedDiodeCount: 0
layout:
  final_util_pct: 15.8
  area_delta_synth_final_pct: 34.8
  lay_top_cells: "clkdlybuf4s50_1, nand2_1, nor2_1, conb_1, dfrtp_1"
  lay_top_count: "clkdlybuf4s50_1"
  layout-drive-gt1-share_pct: 9.85
floorplan:
  fp_util_pct: 11.8
  die_w_um: 116
  io_pins: 35
  fp-row-count: 34
  die_h_um: 116
  dieArea_um2: 13500
  core-area_um2: 8850
place:
  gp_congestion: 0.784
  portBuffers: 20
  hpwl_um: 2070
pwr:
  powerDensity_nw_per_um2: 802
  p_leak_nw: 0.556
  peakVddDrop_v: 0.000283
  finalPower_mw: 1.12
status:
  outcome: "finished clean"
run:
  warnings: 28
  maxCapViolCount: 0
[synthesized netlist by cell type, drive strengths merged (2+ instances only)]
master / n
a21oi: 3
a41oi: 2
and3: 2
buf: 12
dfrtp: 11
dfxtp: 6
edfxtp: 3
inv: 4
mux2: 2
mux2i: 4
nand2: 17
nand3: 2
nand4: 2
nor2: 11
o21ai: 10
o31ai: 2
xnor2: 2
[layout make-up]
cell class / instances / area [um2]
inverter: 4 / 15.0
clock buffer: 3 / 41.3
multi-input combinational: 82 / 479
clock inverter: 1 / 30.0
sequential: 20 / 485
timing repair buffer: 22 / 215
tap: 108 / 135
fill: 994 / 7450
[logic make-up after synthesis]
group / share of synthesized area (%)
XOR/XNOR: 2.53
AND/OR/NAND/NOR: 16.0
AND-OR/OR-AND: 16.0
adder cells (fa/ha/maj): 1.20
flip-flops: 46.7
multiplexers: 6.38
other: 0.361
buffers and inverters: 10.8
[power by group]
| group | internal [mW] | leakage (nW) | total [mW] | switching (mW) |
|---|---|---|---|---|
| logic | 0.190 | 0.302 | 0.300 | 0.110 |
| clock network | 0.214 | 0.0357 | 0.324 | 0.111 |
| registers | 0.415 | 0.218 | 0.500 | 0.0850 |
| total | 0.819 | 0.556 | 1.12 | 0.306 |
[worst max-delay path, stage by stage]
cell             delay, ns
clkdlybuf4s50_1       0.40
o221ai_1              0.38
nand3_1               0.22
nand2_1               0.14
mux2_2                0.34
[stage by stage]
step                      cells  area, um2  setup slack, ns
after global routing        240       1400            0.594
after detailed placement    236       1330            0.365
after CTS                   240       1400            0.652
after global placement      236       1330            0.385
after floorplan             119       1080             1.06
final                       240       1400            0.675
[per-layer routing]
layer | vias to the layer above | GRT usage [%] | part of all wire, %
met3 | 2 | 1.94 | 9.3
met2 | 26 | 5.23 | 40
li1 | 405 | - | -
met4 | 0 | 0.250 | 0.66
met1 | 388 | 5.71 | 50
met5 | - | 0 | 0
[sequential cells by signal, indices dropped and copies added, names as in the netlist]
signal,cells
__state__,6
_cnt_fft_,4
_proc_fft_done_,1
_rd_indx_done_,1
_rd_inpt_done_,1
_rd_krnl_done_,1
convstart,1
indxready,1
inready,1
krnlready,1
offsetaddrpsumout,1
readynext,1
[worst max-delay path by stage]
| stage | startpoint | end | cells after the start |
|---|---|---|---|
| global route | indxnoneed | offsetaddrpsumout[0] | 5 |
| CTS | indxnoneed | offsetaddrpsumout[0] | 5 |
| finish | indxnoneed | offsetaddrpsumout[0] | 5 |
Power and IR drop assume default switching activity.
