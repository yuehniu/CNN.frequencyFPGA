--- flow/design.v ---
`timescale 1ns / 1ps
module control_top #(
	parameter PARAKRN = 64,
	parameter PARATIL = 9,
	parameter DATALEN = 16,
	parameter INDXLEN = 6,
	parameter ADDRLEN = 32
)(
	input clk,
	input rstn,
	input start,
	input [10-1 : 0] N,  
	input [10-1 : 0] M,  
	input [12-1 : 0] P,  
	input [10-1 : 0] Ns,
	input [10-1 : 0] Ps,
	input inlast,
	input [ADDRLEN-1 : 0] addrin,
	output reg procin,
	output reg innoneed,
	input krnllast,
	input [ADDRLEN-1 : 0] addrkrnl,
	output reg prockrnl,
	output reg krnlnoneed,
	input indxlast,
	input [ADDRLEN-1 : 0] addrindx,
	output reg procindx,
	output reg indxnoneed,
	output reg [ADDRLEN-1 : 0] rdaddr,
	output reg [16-1 : 0] transferlen,
	output reg [10-1 : 0] offsetaddrkrn,  
	input ifftdone,
	output reg ifftstart,
	input readynext,
	output reg [12-1 : 0] offsetaddrpsum,
	output reg layrdone
);
	localparam IDLE = 4'b0000;
	localparam READKRNL = 4'b0001;
	localparam READINDX = 4'b0010;
	localparam READINPT = 4'b0011;
	localparam READDONE = 4'b0100;
	localparam DONECONV = 4'b0101;
	localparam PROCIFFT = 4'b0110;
	localparam WRITOUPT = 4'b0111;
	localparam DONELYER = 4'b1000;
	reg [4-1 : 0] __state__;
	reg [10-1 : 0] _Ndone_;  
	reg [10-1 : 0] _Mdone_;  
	reg [12-1 : 0] _Pdone_;  
	reg [10-1 : 0] _Nsdone_;  
	reg [10-1 : 0] _Msdone_;  
	reg [12-1 : 0] _Psdone_;  
	reg [ADDRLEN-1 : 0] _nextrd_inpt_;  
	reg [ADDRLEN-1 : 0] _nextrd_indx_;  
	reg [ADDRLEN-1 : 0] _nextrd_krnl_;  
	reg [ADDRLEN-1 : 0] _snaprd_inpt_;  
	reg [ADDRLEN-1 : 0] _snaprd_indx_;  
	reg [ADDRLEN-1 : 0] _snaprd_krnl_;  
	always_ff @(posedge clk or negedge rstn) begin
		if(~rstn) begin
			__state__ <= IDLE;
			procin         <= 1'b0;
			prockrnl       <= 1'b0;
			procindx       <= 1'b0;
			ifftstart      <= 1'b0;
			layrdone       <= 1'b0;
			krnlnoneed     <= 1'b0;
			innoneed       <= 1'b0;
			indxnoneed     <= 1'b0;
			rdaddr         <= 'bx;
			transferlen    <= 'bx;
			offsetaddrkrn  <= 'bx;
			offsetaddrpsum <= 'bx;
			_Ndone_        <= 'bx;
			_Mdone_        <= 'bx;
			_Pdone_        <= 'bx;
			_Nsdone_       <= 'bx;
			_Msdone_       <= 'bx;
			_Psdone_       <= 'bx;
			_nextrd_krnl_  <= 'bx;
			_nextrd_indx_  <= 'bx;
			_nextrd_inpt_  <= 'bx;
			_snaprd_krnl_  <= 'bx;
			_snaprd_indx_  <= 'bx;
			_snaprd_inpt_  <= 'bx;
		end
		else begin
			case(__state__)
			IDLE: begin
				if(start) begin
					__state__ <= READINPT;
					procin        <= 1'b1;
					rdaddr        <= addrin;
					transferlen   <= 16'd2304;  
					_nextrd_inpt_ <= addrin;
					_nextrd_krnl_ <= addrkrnl;
					_nextrd_indx_ <= addrindx;
					_snaprd_inpt_ <= addrin;
					_snaprd_indx_ <= addrindx;
					_snaprd_krnl_ <= addrkrnl;
				end
				_Pdone_        <= 12'd0;
				_Ndone_        <= 10'd0;
				_Mdone_        <= 10'd0;
				_Psdone_       <= 12'd0;
				_Nsdone_       <= 10'd0;
				_Msdone_       <= 12'd0;
				layrdone       <= 1'b0;
				innoneed       <= 1'b0;
				krnlnoneed     <= 1'b0;
				indxnoneed     <= 1'b0;
				offsetaddrkrn  <= 10'd0;
				offsetaddrpsum <= 12'd0;
			end
			READKRNL: begin
				if(krnllast) begin
					__state__ <= READINDX;
					procindx    <= 1'b1;
					rdaddr      <= _nextrd_indx_;
					transferlen <= 16'd512;
					_Nsdone_ <= _Nsdone_ + 64;
					prockrnl    <= 1'b0;
					_nextrd_krnl_ <= _nextrd_krnl_ + transferlen;
				end
			end
			READINDX: begin
				if(indxlast) begin
					__state__ <= READDONE;
					_nextrd_indx_ <= _nextrd_indx_ + transferlen; 
					procindx      <= 1'b0;
				end
			end
			READINPT: begin
				if(inlast) begin
					if(~krnlnoneed) begin
						__state__ <= READKRNL;
						prockrnl      <= 1'b1;
						rdaddr        <= _nextrd_krnl_;
					    transferlen <= 16'd4096;					
					end
					else begin
						__state__ <= READDONE;
					end
					procin        <= 1'b0;
					_Psdone_      <= _Psdone_ + 9;
					_nextrd_inpt_ <= _nextrd_inpt_ + transferlen;
				end
			end
			READDONE: begin
				if(readynext) begin
					if(_Nsdone_ == Ns) begin
						if(_Psdone_ == Ps) begin
							if(_Msdone_ == M) begin
								__state__ <= PROCIFFT;
								ifftstart <= 1'b1;
								_Ndone_   <= _Ndone_ + _Nsdone_;
								if(_Ndone_ == 0)
									_Pdone_   <= _Pdone_ + _Psdone_;
								_Nsdone_  <= 10'd0;
								_Msdone_  <= 10'd0;
								_Psdone_  <= 12'd0;
								offsetaddrkrn  <= 10'd0;
								offsetaddrpsum <= 12'd0;						
							end
							else begin
								__state__ <= READINPT;
								rdaddr       <= _nextrd_inpt_;
								procin       <= 1'b1;
								transferlen  <= 16'd2304;  
								_Nsdone_  <= 10'd0;
								_Msdone_  <= _Msdone_ +1;
								_Psdone_  <= 12'd0;
								krnlnoneed     <= 1'b0;
								indxnoneed     <= 1'b0;
								innoneed       <= 1'b0;
								offsetaddrkrn  <= 10'd0;
								offsetaddrpsum <= 12'd0;
							end
						end
						else begin
							__state__ <= READINPT;
							procin       <= 1'b1;
							rdaddr       <= _nextrd_inpt_;
					    	transferlen  <= 16'd2304;
					    	krnlnoneed    <= 1'b1;
							indxnoneed    <= 1'b1;
							offsetaddrkrn  <= offsetaddrkrn + 16;
							offsetaddrpsum <= offsetaddrpsum + 64;
						end
					end
					else begin
						__state__ <= READKRNL;
						rdaddr        <= _nextrd_krnl_;
						prockrnl      <= 1'b1;
						transferlen   <= 16'd4096;
						offsetaddrkrn  <= offsetaddrkrn + 16;
						offsetaddrpsum <= offsetaddrpsum + 64;
						innoneed      <= 1'b1;
					end
				end
			end
			PROCIFFT: begin
				ifftstart <= 1'b0;
				if (ifftdone) begin
					if(_Ndone_ == N) begin
						if (_Pdone_ == P) begin
							__state__ <= DONELYER;
							layrdone <= 1'b1;
						end
						else begin
							__state__ <= READINPT;
							rdaddr        <= _nextrd_inpt_;
							procin        <= 1'b1;
							transferlen   <= 16'd2304;  
							_Ndone_ <= 10'd0;
							_snaprd_inpt_ <= _nextrd_inpt_;
							_nextrd_krnl_ <= _snaprd_krnl_;
							_nextrd_indx_ <= _snaprd_indx_;
						end
					end
					else begin
						__state__ <= READINPT;
						_nextrd_inpt_ <= _snaprd_inpt_;
						rdaddr        <= _snaprd_inpt_;
						procin        <= 1'b1;
						transferlen   <= 16'd2304;  
					end
				end
			end
			DONELYER: begin
				__state__ <= IDLE;
				_Pdone_   <= 12'd0;
				_Ndone_   <= 10'd0;
				_Mdone_   <= 10'd0;
				_Psdone_  <= 12'd0;
				_Nsdone_  <= 10'd0;
				_Msdone_  <= 12'd0;
				procin    <= 1'b0;
				prockrnl  <= 1'b0;
				procindx  <= 1'b0;
				ifftstart <= 1'b0;
				layrdone  <= 1'b0;
			end
			default: begin
				__state__ <= IDLE;
				_Pdone_   <= 12'd0;
				_Ndone_   <= 10'd0;
				_Mdone_   <= 10'd0;
				_Psdone_  <= 12'd0;
				_Nsdone_  <= 10'd0;
				_Msdone_  <= 12'd0;
				procin    <= 1'b0;
				prockrnl  <= 1'b0;
				procindx  <= 1'b0;
				ifftstart <= 1'b0;
				layrdone  <= 1'b0;
			end
			endcase
		end
	end
endmodule
--- flow/run.sh ---
#!/bin/bash
# OpenROAD 26Q1-2900-gdf79404cd8, Yosys 0.63+post, stock flow scripts
make -C /OpenROAD-flow-scripts/flow DESIGN_CONFIG=/design/flow/config.mk WORK_HOME=/design/flow/orfs finish
--- flow/config.mk ---
export PLATFORM = sky130hd
export DESIGN_NAME = control_top
export DESIGN_NICKNAME = control_top
export VERILOG_FILES = /design/flow/design.v
export SDC_FILE = /design/flow/constraint.sdc
export NUM_CORES = 4
export LEC_CHECK = 1
export CORE_UTILIZATION = 50
--- flow/constraint.sdc ---
current_design control_top

set clk_period 21.2
set clk_io_pct 0.2

create_clock -name clk0 -period $clk_period [get_ports {clk}]

set non_clock_inputs [all_inputs -no_clocks]
set_input_delay [expr $clk_period * $clk_io_pct] -clock clk0 $non_clock_inputs
set_output_delay [expr $clk_period * $clk_io_pct] -clock clk0 [all_outputs]
==> flow_metrics.tcl <==
# place-and-route summary
set metrics [dict create \
    cts_setup_buffers 0 \
    cts_buffer_depth 3 \
    die_h_um 192.7 \
    min_period_ps 6897 \
    fin_area_um2 21680 \
    drtIter0Drc 1399 \
    yosys_cells 1924 \
    tool_warnings 29 \
    dr.pass1.iters 26 \
    topCellsByArea "dfrtp_1 (41%), mux2_2 (6.3%), a21oi_1 (3.8%), o21ai_0 (3.0%), nor2_1 (3.0%)" \
    syn_area_um2 18190 \
    synth_cell_types 85 \
    finalWeightedCongestion 0.9471 \
    synthToLayoutAreaGrowth_pct 19.20 \
    peakVddDrop_mv 0.07911 \
    pwr-share-comb_pct 29.0 \
    rrSetupSlack_ps 17390 \
    wl_um 56250 \
    cp_max_fo 33 \
    slew_viol_final 0 \
    power-per-cell-area_nw_per_um2 91.97 \
    insertion_delay_ps 520 \
    rows 69 \
    r2r_end "transferlen[9]" \
    antenna_found_initial 1 \
    leakage_nw 9.283 \
    period_used_pct 32.53 \
    hold_class "reg -> reg" \
    min_path_cells 1 \
    rsz0062_at_grt "no" \
    cts_tree "done" \
    p_sw_share_pct 34.95 \
    synth.most_common_cell "dfrtp_1" \
    r2r_start "__state__[4]" \
    status "finished, final reports clean" \
    crit_required_ps 21610 \
    grt_max_degree 114 \
    setup_tns_ps 0 \
    cts_buffers 36 \
    yosys_area_um2 18190 \
    switchingPower_w 0.0006969 \
    setup_viol 0 \
    via_count 16090 \
    port-buffer-count 211 \
    internal_power_w 0.001297 \
    drive_above_1_share_pct 11.75 \
    xor_area_share_pct 3.611 \
    worst_pin_slew_ps 810.7 \
    hold_ws_ps 453.5 \
    grtUsageTotal_pct 31.97 \
    fp_util_pct 51.01 \
    finalHoldViolCount 0 \
    crit_end "transferlen[9]" \
    top_cells_by_count "dfrtp_1 (300), nor2_1 (144), a21oi_1 (138)" \
    fin_skew_ps 14.92 \
    adder_share_pct 2.642 \
    hold_buffers 0 \
    grt_first_pass_wirelength_um 87500 \
    critPathArrivalTime_ps 7310 \
    boundaryPins 234 \
    max_freq_mhz 145.0 \
    cts_resized 0 \
    ys_sh_simple_pct 15.12 \
    ff2ff_path_depth 9 \
    dieWidth_um 192.7 \
    worstSetupStartpointType "input pin" \
    cts_max_level 2 \
    clock-root-buffer "clkbuf_16" \
    synth_flops 301 \
    via_per_inst 6.297 \
    startpoint "M[9]" \
    antenna_left 0 \
    yosys.area.top_type "dfrtp_1" \
    flop_cell "dfrtp_1" \
    grt_pass1_vias 15240 \
    relSlewSlack_pct 45.84 \
    ys_sh_mux_pct 6.693 \
    drc 0 \
    fillerInstances 2963 \
    clkTransAtPathRegs_ps 60 \
    edf_count 0 \
    crit_type "in -> reg" \
    ys_top_logic_family "AND-OR/OR-AND gates" \
    avgSynthCellArea_um2 9.454 \
    place.detailed.hpwl_um 38970 \
    p_seq_share_pct 41.1 \
    place_area_um2 20540 \
    clock_sinks 301 \
    drv_cap 0 \
    post_synth_inst_count 1924 \
    synthArstFlopShare_pct 100.0 \
    power_w 0.001994 \
    endpoint_kind "flip-flop" \
    gr-total-overflow 0 \
    dieArea_um2 37140 \
    ys_seq_share_pct 41.42 \
    ys_warn_count 1 \
    coreArea_um2 35660 \
    wl_per_cell_um 22.01 \
    pwr-share-clk_pct 29.8 \
    yosys.area.top_type_share_pct 41.27 \
    aoi_share_pct 24.94 \
]
kinds of logic (layout without fill, tap and decap cells):
group,Yosys count,in the layout
xor+xnor,75,75
simple gates,525,525
mux,109,109
fa+ha+maj,36,36
flops,301,301
compound gates,649,649
buf+inv,228,376
other cells,1,24
power by group through the flow:
| stage | Sequential [W] | Combinational (W) | Clock [W] |
|---|---|---|---|
| 6_report | 0.000820 | 0.000579 | 0.000595 |
| 4_1_cts | 0.000817 | 0.000578 | 0.000608 |
| 5_1_grt | 0.000834 | 0.000647 | 0.000629 |
worst min path at each step:
stage	start	to	slack (ps)
after CTS	__state__[1]	__state__[0]	450
final	__state__[1]	__state__[0]	450
after global routing	__state__[1]	__state__[0]	480
metrics by stage:
stage / utilization, % / cells / worst slack (ps)
6_report: 60.81 / 2556 / 14300
5_1_grt: 60.80 / 2555 / 14130
4_1_cts: 60.80 / 2555 / 14350
3_5_place_dp: 57.61 / 2490 / 13810
3_3_place_gp: 57.61 / 2490 / 13860
2_1_floorplan: - / 1946 / 15190
layout make-up:
| cell class | count | area [um^2] | area share (%) |
|---|---|---|---|
| Antenna cell | 1 | 2.502 | 0.01154 |
| Clock buffer | 53 | 1066 | 4.917 |
| Clock inverter | 12 | 70.07 | 0.3232 |
| Inverter | 63 | 236.5 | 1.091 |
| Multi-Input combinational cell | 1417 | 9782 | 45.12 |
| Sequential cell | 301 | 7540 | 34.78 |
| Tap cell | 461 | 576.8 | 2.660 |
| Timing Repair Buffer | 248 | 2407 | 11.10 |
state kept, by name, summed over array words and instances, names as in the netlist, 3 cells and up:
name / count
_Ndone_: 10
offsetaddrpsum: 6
_Pdone_: 12
__state__: 7
transferlen: 3
rdaddr: 32
_nextrd_inpt_: 32
_Nsdone_: 4
_nextrd_indx_: 32
offsetaddrkrn: 6
_Msdone_: 10
_snaprd_indx_: 32
_Psdone_: 12
_nextrd_krnl_: 32
_snaprd_krnl_: 32
_snaprd_inpt_: 32
layout by cell type, fill, tap and decap left out, types with 33 or more instances in the layout:
master	netlist	routed
dfrtp_1	300	297
clkdlybuf4s50_1	0	210
nor2_1	144	140
a21oi_1	138	136
nand2_1	114	113
o21ai_0	109	109
mux2_2	101	101
nand3_1	67	67
inv_1	63	63
o31ai_1	55	55
xor2_1	43	43
a22oi_1	42	42
clkbuf_16	0	37
buf_4	25	36
o21a_1	34	34
o211ai_1	33	33
layer usage:
metal,share of wire [%],track usage [%],wire length (um),up-vias
met1,44,49.73,24720,7851
met3,8.5,7.590,4780,88
met5,0,0,0,-
li1,-,-,-,7514
met2,45,47.05,25290,641
met4,2.6,7.329,1465,0
critical path, cell delays in order:
cell	delay [ps]
clkdlybuf4s50_1	420
xor2_1	160
nor4_1	490
nand4_1	230
nor4_4	240
buf_4	360
or2_1	370
buf_4	370
mux2_2	370
No activity file was given, so power comes from the tool's default toggle rates.
