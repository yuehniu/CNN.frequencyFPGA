==> design.v <==
`timescale 1ns / 1ps
module control_pe #(
    parameter INDXLEN = 6,
    parameter PARAKRN = 64
)(
    input clk,
    input rstn,
    input start,  
    output reg [INDXLEN-1 : 0] raddr_inbuf,
    output reg [INDXLEN-1 : 0] raddr_index,
    output reg inready,  
    output reg krnready,  
    input mulvalid,  
    input [12-1 : 0] offsetaddrpsumin,
    output reg [12-1 : 0] offsetaddrpsumout,
    output reg rdfifo,  
    output reg outready,
    output reg done
);
    localparam IDLE = 3'b000;
    localparam READINIT = 3'b001;  
    localparam READDATA = 3'b010;  
    localparam OPMUL = 3'b011;  
    localparam READPSUM = 3'b100;  
    localparam OPADD = 3'b101;  
    localparam WRITE = 3'b110;  
    reg [3-1 : 0] _state_;
    reg [INDXLEN-1 : 0] _wr_cnt_;
    reg [INDXLEN-1 : 0] _rd_cnt_;
    reg _inready_, _inready2_, _krnready_, _krnready2_;
    always @(posedge clk or negedge rstn) begin
        if (~rstn) begin
            _state_ <= IDLE;
            _wr_cnt_    <= 'bx;
            _rd_cnt_    <= 'bx;
            raddr_inbuf <= 'bx;
            raddr_index <= 'bx;
            _inready_   <= 1'bx;
            _krnready_  <= 1'bx;
            rdfifo      <= 1'b0;
            outready    <= 1'b0;
            done        <= 1'b0;
            offsetaddrpsumout <= 'bx;
        end
        else begin
            case(_state_)
                IDLE: begin
                    if (start) begin
                        _state_ <= READINIT;
                    end
                    _wr_cnt_    <= {INDXLEN{1'b0}};
                    _rd_cnt_    <= {INDXLEN{1'b0}};
                    raddr_inbuf <= 'b0;
                    raddr_index <= 'b0;
                    _inready_   <= 1'b0;
                    _krnready_  <= 1'b0;
                    rdfifo      <= 1'b0;
                    outready    <= 1'b0;
                    done        <= 1'b0;
                end
                READINIT: begin
                    _state_ <= READDATA;
                    raddr_index <= raddr_index + 1;
                end
                READDATA: begin
                    _state_ <= OPMUL;
                    raddr_index <= raddr_index + 1;
                    raddr_inbuf <= raddr_inbuf + 1;
                end
                OPMUL: begin
                    if (mulvalid) begin
                        _state_ <= OPADD;
                        rdfifo <= 1'b1;
                    end
                    else begin
                        _state_ <= OPMUL;
                        rdfifo <= 1'b0;
                    end
                    _inready_  <= 1'b1;
                    _krnready_ <= 1'b1;
                    _rd_cnt_   <= _rd_cnt_ + 1;
                    raddr_index <= raddr_index + 1;
                    raddr_inbuf <= raddr_inbuf + 1;
                end
                OPADD: begin
                    _state_ <= WRITE;
                    _inready_  <= 1'b1;
                    _krnready_ <= 1'b1;
                    _rd_cnt_ <= _rd_cnt_ + 1;
                    raddr_index <= raddr_index + 1;
                    raddr_inbuf <= raddr_inbuf + 1;
                    offsetaddrpsumout <= offsetaddrpsumin;
                end
                WRITE: begin
                    if (_wr_cnt_ == 15) begin
                        _state_ <= IDLE;
                        done <= 1'b1;
                    end
                    else begin
                        _state_ <= WRITE;
                        _wr_cnt_ <= _wr_cnt_ + 1;
                    end
                    outready <= 1'b1;
                    if (raddr_index != 16) begin
                        raddr_index <= raddr_index + 1;
                    end
                    if (raddr_inbuf != 16) begin
                        raddr_inbuf <= raddr_inbuf + 1;
                    end
                    if (_rd_cnt_ == 16) begin
                        _inready_  <= 1'b0;
                        _krnready_ <= 1'b0;
                    end
                    else begin
                        _inready_  <= 1'b1;
                        _krnready_ <= 1'b1;
                        _rd_cnt_   <= _rd_cnt_ + 1;
                    end
                end
                default: begin
                    _state_ <= IDLE;
                end
            endcase
        end
    end
    always @(posedge clk or negedge rstn) begin
        if (~rstn) begin
            inready  <= 1'b0;
            krnready <= 1'b0;
        end
        else begin
            _inready2_  <= _inready_;
            _krnready2_ <= _krnready_;
            inready     <= _inready2_;
            krnready    <= _krnready2_;
        end
    end
endmodule
==> run.sh <==
#!/bin/bash
# OpenROAD 26Q1-2900-gdf79404cd8, Yosys 0.63+post, stock flow scripts
make -C /OpenROAD-flow-scripts/flow DESIGN_CONFIG=/design/flow/config.mk WORK_HOME=/design/flow/orfs finish
==> config.mk <==
export PLATFORM = sky130hd
export DESIGN_NAME = control_pe
export DESIGN_NICKNAME = control_pe
export VERILOG_FILES = /design/flow/design.v
export SDC_FILE = /design/flow/constraint.sdc
export NUM_CORES = 4
export LEC_CHECK = 1
export CORE_UTILIZATION = 50
==> constraint.sdc <==
current_design control_pe

set clk_period 2.9
set clk_io_pct 0.2

create_clock -name clk0 -period $clk_period [get_ports {clk}]

set non_clock_inputs [all_inputs -no_clocks]
set_input_delay [expr $clk_period * $clk_io_pct] -clock clk0 $non_clock_inputs
set_output_delay [expr $clk_period * $clk_io_pct] -clock clk0 [all_outputs]
==> design notes <==
Global routing used 21.0% of the available tracks across all layers. The run gives 1631 as the via total after detailed routing. For the count of warnings emitted by yosys, the log shows 1.

IR analysis of the VDD net gives a maximum drop of 569 uV. The run gives 1.22 nW as the leakage component of the power. Summed over all failing endpoints, the final setup total negative slack is 0 ns.

The number of flops mapped to enable cells by yosys is 1. The non-filler instance count after layout was 296. Width of the die: 68.6 um.

The tools report the max-slew headroom at the worst pin as 52.5%. The DRC violation total after the first TritonRoute iteration was 46. Buffers inserted during clock tree synthesis total 5. The proportion of register bits with asynchronous set or reset after synthesis was 97.9%. The run finished with clean final reports. The script computed the net switching share of total power as 32.2%. The number of setup buffers added after CTS is 0. The flow reports that the clock network draws 16.4% of the design power. Once layout is done, the placed cells without fillers occupy 0.00278 mm2. The chip occupies 0.00470 mm2. The setup-violating endpoint count in the final report was 0. The required arrival time at the worst endpoint is 3.09 ns. The first global-routing pass estimated 7.12 mm of wire. Setup repair after global routing left no endpoint under its margin. Power comes to 2.50 mW. The floorplan step defined a core boundary enclosing 0.00412 mm2. The top flip-flop cell by instance count after synthesis is dfrtp_1. In this run the core area contains 23 standard-cell rows. With the hold buffer count at cts at 0, the final number of hold-violating endpoints is 0. According to the CTS report, the clock sink count is 48. With the residual antenna-violating net count after detailed routing at 0, the total iterations of the first detailed-routing run is 4. The run gives 48 for the post-synthesis sequential element count. The I/O pin total is 45.

TritonCTS built the clock tree. With the share of cells above drive strength 1 at 11.4%, the H-tree depth is 2. The OpenROAD warning count is 29, and the count of maximum capacitance violations is 0. The run gives 37.5% as the part of the power in combinational logic. Per the detailed placement report, the placed cell area equals 0.00269 mm2. The class of the tightest hold or removal check is reg2reg.

In the synthesized netlist, the number of instances is 199. Registers take 0.00121 mm2. Using the TritonRoute via totals, the vias-per-cell ratio works out to 5.51. Entering global routing, the biggest net connects 48 pins.

Counting the fill cells in the layout gives 304. The worst setup path is captured at a flip-flop. 0 antenna diodes ended up in the layout. The tools report the number of antenna violations at the first check in global routing as 0.

The die is 68.6 um tall. The number of instances in the placed design was 288. The yosys stat cell total is 199, and the worst hold margin is 0.385 ns. After layout, the worst setup slack is 0.975 ns. The insertion delay to the later sink of the worst-skew pair came out at 0.30 ns.

For the mapped cell area, the log shows 0.00221 mm2. The routed length per instance is 14.0 um. Per the final report, max-transition violations number 0. With the post-CTS resize count at 0, the cell-internal power is 1.69 mW. The worst setup path is launched from a flip-flop.

The run gives 0.984 ns as the setup slack after placement. In this run the worst path has a maximum fanout of 18. The run gives 0.00221 mm2 as the area figure in the yosys stat output. The data arrival time at the worst-slack endpoint was 2.12 ns; the highest achievable clock rate was 0.520 GHz.

The tools report the sequential-to-total area share from yosys stat as 54.5%. Per the post-synthesis stats, the area per cell is 11.1 um2. The cell at the root of the clock tree was clkbuf_8. With the footprint of the multi-input gates at 925 um2, the synthesis-to-finish area growth is 25.4%.

The run gives 0 as the residual DRC count. At the pin with the least slew margin, the transition time is 0.708 ns. Subtracting the final worst setup slack from the clock period gives 1.92 ns. After detailed routing, the total wire length is 4.13 mm. The clock passes through at most 2 buffers.

The count of input and output buffers works out to 44. The run gives 2.89 mm as the half-perimeter wire length of the detailed placement result. The sequential share of power was 46.1%; the worst clock skew on the final layout was 0.00705 ns. The routability congestion estimate from global placement came out at 0.799. CTS clock-pin slew for the worst setup and hold paths: 0.08 ns. In the floorplan report the effective utilization is 53.8%.

Post-route period utilization is reported as 66.4%. The global route stage reports its total congestion overflow as 0. The logs give 0.804 mW for the power spent charging and discharging nets and 44 for the post-synthesis cell type count.

By startpoint and endpoint, the worst setup path is classified as reg2reg. With the total power per unit cell area at 900 mW/mm2, the number of global-route vias before repair is 1568. The run gives 67.5% as the utilization of the core after routing.
[cell usage after synthesis (2+ instances only)]
master	n	share of area [%]
o22ai_1	4	1.1
mux2_2	13	6.6
xor2_1	5	2.0
ha_1	7	4.0
nor2_1	9	1.5
nor3_1	3	0.68
a21oi_1	8	1.8
or2_2	2	0.56
nand2b_1	3	0.85
nand3_1	9	2.0
a21o_1	7	2.4
o21ai_0	20	4.5
dfrtp_1	46	52
and2_1	2	0.56
inv_1	13	2.2
a31oi_1	4	1.1
nand2_1	9	1.5
clkbuf_1	4	0.68
xnor2_1	2	0.79
and3_1	4	1.1
o41ai_1	2	0.79
[routing by layer]
layer	wire, um	part of all wire (%)	up-vias	GRT usage, %
met5	0	0	-	0
met4	51	1.2	0	2.34
met3	153	3.7	7	3.83
met2	2010	49	30	33.9
met1	1920	46	790	32.5
li1	-	-	804	-
[critical path: stages, from the launching register on]
cell and delay, ns:
dfrtp_1 0.64, nor4_2 0.54, nand2b_1 0.24, and4b_1 0.26, a21o_1 0.15
[cell usage in the layout (no fill, tap or decap), types with 5 or more instances in the layout]
cell,count
clkdlybuf4s50_1,43
nand2_1,9
ha_1,7
inv_1,13
nand3_1,9
clkbuf_8,6
dfrtp_1,46
xor2_1,5
a21oi_1,8
nor2_1,9
mux2_2,13
a21o_1,7
o21ai_0,20
[logic make-up (layout without fill, tap and decap cells)]
group / after synthesis / after routing / synth area share, %
simple gates: 53 / 53 / 13.9
compound gates: 51 / 51 / 14.1
flops: 48 / 48 / 54.5
buf+inv: 19 / 66 / 3.73
mux: 14 / 14 / 7.06
fa+ha+maj: 7 / 7 / 3.95
xor+xnor: 7 / 7 / 2.77
[registers in the layout, indices dropped and copies added, names as in the netlist]
name               flops
offsetaddrpsumout     12
done                   1
_wr_cnt_               6
outready               1
raddr_inbuf            6
_krnready2_            1
inready                1
_rd_cnt_               6
_inready_              1
_state_                6
rdfifo                 1
raddr_index            6
[worst paths after layout]
kind                                             from                               end  slack [ns]  cells after the start
worst max-delay path             _state_[4]$_DFF_PN0_        raddr_index[2]$_DFFE_PN0P_        0.98                      4
worst min-delay path            _krnready2_$_DFFE_PP_                 inready$_DFF_PN0_        0.38                      0
worst max register to register   _state_[4]$_DFF_PN0_        raddr_index[2]$_DFFE_PN0P_        0.98                      4
worst min register to register  _krnready2_$_DFFE_PP_                 inready$_DFF_PN0_        0.38                      0
max in group asynchronous                        rstn  offsetaddrpsumout[5]$_DFFE_PN0P_        2.10                      2
min in group asynchronous                        rstn        raddr_inbuf[2]$_DFFE_PN0P_        0.42                      2
[area by class of cell]
type,count,share of cell area (%)
well taps,50,2.25
clock buffers,8,3.24
flip-flops and latches,48,43.5
multi-input cells,132,33.3
repair buffers,45,16.0
inverters,13,1.76
[power groups by stage]
stage                 Sequential (mW)  Combinational [mW]  Clock (mW)
final                            1.15               0.937       0.409
after global routing             1.19                1.07       0.446
after CTS                        1.15               0.949       0.418
Power is estimated from default activity; no workload was simulated.
